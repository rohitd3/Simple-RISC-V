==> ./design.v <==
module ALU_32(
    input [31:0] A_in, B_in,  
    input [3:0] ALU_Sel,  
    output [31:0] ALU_Out,  
    output reg Carry_Out,
    output Zero,  
    output reg Overflow = 1'b0  
);
reg [31:0] ALU_Result;
reg [32:0] temp;
reg [32:0] twos_com;  
assign ALU_Out = ALU_Result;  
assign Zero =(ALU_Result == 0);  
always @(*)
begin
    Overflow = 1'b0;
    Carry_Out = 1'b0;
    case(ALU_Sel)
        4'b0000 :  
            ALU_Result = A_in & B_in;
        4'b0001 :  
            ALU_Result = A_in | B_in;
        4'b0010 :  
        begin
            ALU_Result = $signed(A_in)+ $signed(B_in);
            temp = {1'b0, A_in} + {1'b0, B_in};
            Carry_Out = temp [32];
            if((A_in [31] & B_in [31] & ~ALU_Out [31])|
            (~A_in [31] & ~B_in [31] & ALU_Out [31]))
                Overflow = 1'b1;
            else
                Overflow = 1'b0;
        end
        4'b0110 :  
        begin
            ALU_Result = $signed(A_in)- $signed(B_in);
            twos_com = ~(B_in)+ 1'b1;
            if((A_in [31] & twos_com [31] & ~ALU_Out [31])|
            (~A_in [31] & ~twos_com [31] & ALU_Out [31]))
                Overflow = 1'b1;
            else
                Overflow = 1'b0;
        end
        4'b0111 :  
            ALU_Result =($signed(A_in)< $signed(B_in))?32'd1 :32'd0;
        4'b1100 :  
            ALU_Result = ~(A_in | B_in);
        4'b1111 :  
            ALU_Result =(A_in == B_in)?32'd1 :32'd0;
        default : ALU_Result = A_in + B_in;
    endcase
end
endmodule
`timescale 1ns / 1ps
module ALUController (
ALUOp , Funct7 , Funct3 , Operation
);
input [1:0] ALUOp;
input [6:0] Funct7;
input [2:0] Funct3;
output wire [3:0] Operation;
assign Operation[0] = 
((Funct3 == 3'b110) || ((Funct3 == 3'b010) && (ALUOp[0] == 1'b0))) 
? 1'b1: 1'b0;
assign Operation[1] = 
((Funct3 == 3'b000) || (Funct3 == 3'b010)) 
? 1'b1: 1'b0;
assign Operation[2] = 
((Funct3 == 3'b100) || ((Funct3 == 3'b010) && (ALUOp[0] == 1'b0)) ||
 ((Funct7 == 7'b0100000) && (ALUOp[0] == 0)))
 ? 1'b1 : 1'b0;
assign Operation[3] = 
(Funct3 == 3'b100) 
? 1'b1 : 1'b0;
endmodule
`timescale 1ns / 1ps
module Controller (
    input [6:0] Opcode,
    output reg ALUSrc,
    output reg MemtoReg,
    output reg RegWrite,
    output reg MemRead,
    output reg MemWrite,
    output reg [1:0] ALUOp
);
always @(*) begin
    case (Opcode)
        7'b0110011: begin  
            MemtoReg = 0;
            MemWrite = 0;
            MemRead = 0;
            ALUSrc = 0;
            RegWrite = 1;
            ALUOp = 2'b10;
        end
        7'b0010011: begin  
            MemtoReg = 0;
            MemWrite = 0;
            MemRead = 0;
            ALUSrc = 1;
            RegWrite = 1;
            ALUOp = 2'b00;
        end
        7'b0000011: begin  
            MemtoReg = 1;
            MemWrite = 0;
            MemRead = 1;
            ALUSrc = 1;
            RegWrite = 1;
            ALUOp = 2'b01;
        end
        7'b0100011: begin  
            MemtoReg = 0;
            MemWrite = 1;
            MemRead = 0;
            ALUSrc = 1;
            RegWrite = 0;
            ALUOp = 2'b01;
        end
        default: begin
            ALUSrc = 0;
            MemtoReg = 0;
            RegWrite = 0;
            MemRead = 0;
            MemWrite = 0;
            ALUOp = 2'b00;
        end
    endcase
end
endmodule
`timescale 1ns / 1ps
module DataMem(
MemRead, MemWrite, addr, write_data, read_data
);
    input [8:0] addr;
    input [31:0] write_data;
    input MemWrite, MemRead;
    output reg [31:0] read_data;
    reg [31:0] memory [127:0];
    integer i;
    initial
    begin
        read_data = 0;
        for(i = 0; i < 128; i = i + 1)
            memory[i] = 0;
    end
    always @ (*)
    begin
        if (MemRead)
            read_data = memory[addr[7:2]];
        else
            read_data = 32'b0;     
        if (MemWrite)
            memory[addr[7:2]] = write_data;
    end
endmodule
`timescale 1ns / 1ps
module data_path #(
    parameter PC_W = 8,
    parameter INS_W = 32,
    parameter RF_ADDRESS = 5,
    parameter DATA_W = 32,
    parameter DM_ADDRESS = 9,
    parameter ALU_CC_W = 4
)(
    input clk,
    input reset,
    input reg_write,
    input mem2reg,
    input alu_src,
    input mem_write,
    input mem_read,
    input [ALU_CC_W-1:0] alu_cc,
    output [6:0] opcode,
    output [6:0] funct7,
    output [2:0] funct3,
    output [DATA_W-1:0] alu_result
);
    wire [INS_W-1:0] instruction;
    wire [DATA_W-1:0] reg_data1;
    wire [DATA_W-1:0] reg_data2;
    wire [DATA_W-1:0] imm_data;
    wire [DATA_W-1:0] alu_input2;
    wire [DATA_W-1:0] alu_out;
    wire [DATA_W-1:0] mem_data;
    wire [DATA_W-1:0] write_data;
    wire [PC_W-1:0] pc;
    wire [PC_W-1:0] next_pc;
    FlipFlop pc_ff (
        .clk(clk),
        .reset(reset),
        .d(next_pc),
        .q(pc)
    );
    InstMem instr_mem (
        .addr(pc),
        .instruction(instruction)
    );
     assign next_pc = pc + 4;
    wire [RF_ADDRESS-1:0] rd_rg_wrt_wire;
    wire [RF_ADDRESS-1:0] rd_rg_addr_wire1;
    wire [RF_ADDRESS-1:0] rd_rg_addr_wire2;
    assign rd_rg_wrt_wire = instruction[11:7];
    assign rd_rg_addr_wire1 = instruction[19:15];
    assign rd_rg_addr_wire2 = instruction[24:20];
    RegFile reg_file (
        .clk(clk),
        .reset(reset),
        .rg_wrt_en(reg_write),
        .rg_wrt_addr(rd_rg_wrt_wire),
        .rg_rd_addr1(rd_rg_addr_wire1),
        .rg_rd_addr2(rd_rg_addr_wire2),
        .rg_wrt_data(write_data),
        .rg_rd_data1(reg_data1),
        .rg_rd_data2(reg_data2)
    );
    ImmGen imm_gen (
        .InstCode(instruction),
        .ImmOut(imm_data)
    );
    ALU_32 alu (
        .A_in(reg_data1),
        .B_in(alu_input2),
        .ALU_Sel(alu_cc),
        .ALU_Out(alu_out),
        .Carry_Out(),
        .Zero(),
        .Overflow()
    );
    DataMem data_mem (
        .MemRead(mem_read),
        .MemWrite(mem_write),
        .addr(alu_out[8:0]),
        .write_data(reg_data2),
        .read_data(mem_data)
    );
    wire [DATA_W-1:0] alu_src_mux_out;
    mux21 alu_src_mux (
        .S(alu_src),
        .D1(reg_data2),
        .D2(imm_data),
        .Y(alu_src_mux_out)
    );
    wire [DATA_W-1:0] mem_to_reg_mux_out;
    mux21 mem_to_reg_mux (
        .S(mem2reg),
        .D1(alu_out),
        .D2(mem_data),
        .Y(write_data)
    );
    assign alu_input2 = alu_src_mux_out;
    assign alu_result = alu_out;
    assign opcode = instruction[6:0];
    assign funct3 = instruction[14:12];
    assign funct7 = instruction[31:25];
endmodule
`timescale 1ns / 1ps
module FlipFlop(clk, reset, d, q);
    input [7:0] d;
    input clk, reset;
    output reg [7:0] q;
    always @(posedge clk) begin
        if (reset)
            q <= 8'b0;
        else
            q <= d;  
    end
endmodule
`timescale 1ns / 1ps
module ImmGen ( InstCode , ImmOut );
    input [31:0] InstCode ;
    output reg [31:0] ImmOut ;
    always @ ( InstCode )
    begin
        case ( InstCode [6:0])
        7'b0000011 :
            ImmOut = { InstCode[31]? {20{1'b1 }}:20'b0 , InstCode [31:20]};
        7'b0010011 :
            ImmOut = { InstCode [31]? {20{1'b1 }}:20'b0 , InstCode [31:20]};
        7'b0100011 :
            ImmOut = { InstCode [31]? {20{1'b1 }}:20'b0 , InstCode [31:25] ,
            InstCode [11:7]};
        7'b0010111 :
            ImmOut = { InstCode [31:12] , 12'b0 };
        default :
            ImmOut = {32'b0 };
        endcase
    end
endmodule
`timescale 1ns / 1ps
module InstMem(addr, instruction);
    input [7:0] addr;
    output reg [31:0] instruction;
    reg [31:0] memory [63:0];
    initial
    begin
        memory[0] = 32 'h00007033 ;  
        memory[1] = 32 'h00100093 ;  
        memory[2] = 32 'h00200113 ;  
        memory[3] = 32 'h00308193 ;  
        memory[4] = 32 'h00408213 ;  
        memory[5] = 32 'h00510293 ;  
        memory[6] = 32 'h00610313 ;  
        memory[7] = 32 'h00718393 ;  
        memory[8] = 32 'h00208433 ;  
        memory[9] = 32 'h404404b3 ;  
        memory[10] = 32 'h00317533 ;  
        memory[11] = 32 'h0041e5b3 ;  
        memory[12] = 32 'h0041a633 ;  
        memory[13] = 32 'h007346b3 ;  
        memory[14] = 32 'h4d34f713 ;  
        memory[15] = 32 'h8d35e793 ;  
        memory[16] = 32 'h4d26a813 ;  
        memory[17] = 32 'h4d244893 ;  
        memory[18] = 32'h02b02823;  
        memory[19] = 32'h03002603;  
    end 
    always @ (*)
    begin
        instruction = memory[addr[7:2]];
    end
endmodule
`timescale 1ns / 1ps
module mux21 (
    input S ,
    input[31:0] D1 ,
    input[31:0] D2 ,
    output reg [31:0] Y
    );
    always @(*)
    begin
    if (S==0)
        Y <= D1;
    else if (S==1) 
        Y <= D2;
    end
endmodule
`timescale 1ns / 1ps
module RegFile(
    clk, reset, rg_wrt_en,
    rg_wrt_addr,
    rg_rd_addr1,
    rg_rd_addr2,
    rg_wrt_data,
    rg_rd_data1,
    rg_rd_data2
    );
    input clk, reset, rg_wrt_en;
    input [4:0] rg_wrt_addr, rg_rd_addr1, rg_rd_addr2;
    input [31:0] rg_wrt_data;
    output reg [31:0] rg_rd_data1, rg_rd_data2;
    reg [31:0] registers [31:0];
    integer i;
initial
begin
    for (i = 0; i < 32; i = i + 1)
    begin
      registers[i] = 32'b0;
    end
end
always @ (posedge clk or posedge reset)
begin
    if (reset == 1'b1)
    begin
      for (i = 0; i < 32; i = i + 1)
      begin
        registers[i] = 32'b0;
      end
    end
    else if (rg_wrt_en == 1'b1)
    begin
      registers[rg_wrt_addr] <= rg_wrt_data;
    end
end
always @ (*)
begin
    rg_rd_data1 = registers[rg_rd_addr1];
    rg_rd_data2 = registers[rg_rd_addr2];
end
endmodule
`timescale 1ns / 1ps
module processor (
    input clk,
    input reset,
    output [31:0] Result
);
wire [6:0] opcode;
wire [6:0] funct7;
wire [2:0] funct3;
wire [1:0] ALUOp;
wire [3:0] ALUcc;
wire ALUSrc, MemtoReg, RegWrite, MemRead, MemWrite;
data_path datapath_inst (
    .clk(clk),
    .reset(reset),
    .reg_write(RegWrite),
    .mem2reg(MemtoReg),
    .alu_src(ALUSrc),
    .mem_write(MemWrite),
    .mem_read(MemRead),
    .alu_cc(ALUcc),
    .opcode(opcode),
    .funct7(funct7),
    .funct3(funct3),
    .alu_result(Result)
);
Controller controller_inst (
    .Opcode(opcode),
    .ALUSrc(ALUSrc),
    .MemtoReg(MemtoReg),
    .RegWrite(RegWrite),
    .MemRead(MemRead),
    .MemWrite(MemWrite),
    .ALUOp(ALUOp)
);
ALUController alucontroller_inst (
    .ALUOp(ALUOp),
    .Funct7(funct7),
    .Funct3(funct3),
    .Operation(ALUcc)
);
endmodule
==> ./run.sh <==
#!/bin/bash
# OpenROAD 26Q1-2900-gdf79404cd8, Yosys 0.63+post, stock flow scripts
make -C /OpenROAD-flow-scripts/flow DESIGN_CONFIG=/design/flow/config.mk WORK_HOME=/design/flow/orfs finish
==> ./config.mk <==
export PLATFORM = sky130hd
export DESIGN_NAME = processor
export DESIGN_NICKNAME = processor
export VERILOG_FILES = /design/flow/design.v
export SDC_FILE = /design/flow/constraint.sdc
export NUM_CORES = 4
export LEC_CHECK = 1
export CORE_UTILIZATION = 30
==> ./constraint.sdc <==
current_design processor

set clk_period 18.1
set clk_io_pct 0.2

create_clock -name clk0 -period $clk_period [get_ports {clk}]

set non_clock_inputs [all_inputs -no_clocks]
set_input_delay [expr $clk_period * $clk_io_pct] -clock clk0 $non_clock_inputs
set_output_delay [expr $clk_period * $clk_io_pct] -clock clk0 [all_outputs]
==> qor.txt <==
Status - completed
Post-CTS resize count - 0
Post-synthesis cell count - 9,957
Maxcap violations - 0
Fin crit period - 12,730 ps
PwrDens - 128.4 mW/mm^2
Rows - 211
Endpoints left unconstrained - 2,048
Peak Freq - 78.54 MHz
Slack of the critical path - 5368 ps
Post-route cell area - 0.1113 sq mm
Worst Path Buf+Inv - 6
Setup Skew - 46.56 ps
Asr flop ratio synth - 33.03%
DP HPWL - 319.0 mm
Critical path endpoint category - output pin
Total design power - 14.29 mW
Most frequent CP cell - buf_4
FF+latch count, synth - 3,100
Cell area after synthesis - 0.09982 sq mm
Crit Path Class - flip-flop to output pin
Number of I/O pins - 34
Cell area leaders - dlxtn_1 31%, dfrtp_1 26%, a22oi_1 7.6%
YS chip area - 0.09982 sq mm
Final setup fails - 0
Tool warnings - 99
Die ar. - 0.3350 sq mm
Worst skew pair latency - 770 ps
Leakage - 47.75 nW
CTS tree - built
Post-cts hold buffer count - 0
1st-pass router iterations - 9
Fin Setup TNS - 0 ps
Crit Path Max Fanout - 65
Arr. time, crit path - 9110 ps
CP Depth - 26
Global-route wire length before repair - 709.2 mm
Most common cell in the synthesized netlist - dlxtn_1
Total CTS buffers - 111
Ys cells - 9,957
Die width - 578.8 microns
Placed inst area - 0.1074 sq mm
Vias per cell - 6.336
GRT Total Usage - 31.38%
Clock slew at reported path FFs - 60 ps
Tightest Pin Transition - 1283 ps
Slew Limit Fails - 0
Crit start category - flip-flop
Place WS - 6375 ps
Yosys synthesis warning count - 10
Unique cell types - 102
Core box area - 0.3308 sq mm
Slowest cell on crit path - nor2_4
Final GP Congestion - 1.043
Commonest flop - dlxtn_1
Crit-path leading delay family - AND-OR/OR-AND gates
Wire per inst - 36.23 microns
Gr ovfl total - 0
Layout cell share with drive strength beyond 1 - 12.61%
RSZ-0062 raised after global routing - no
Smallest hold slack - 478.8 ps
Clk buf depth - 3
Final wirelength - 517.8 mm
Hold Crit Depth - 2
Root buf cell - clkbuf_16
CP max stage delay - 650 ps
Syn-to-layout area delta - 11.48%
Chip height - 578.8 microns
Cell taking the most area after synthesis - dlxtn_1
Number of global-route vias before repair - 85,806
H-tree depth - 3
Fill count - 33,325
Final antenna-violating net count - 0
FP Util - 30.18%
Initial detailed-routing violation count - 10,599
Syn Area/Cell - 10.02 sq um
Final hold vios - 0
Post-synth top cells - 2,048 x dlxtn_1, 1,024 x dfrtp_1, 1,013 x a22oi_1, 980 x nand2_1, 580 x clkbuf_1
Hold WC Path Type - flip-flop to flip-flop
I/O Buffers - 33
Via count - 90,547
Register pins left without a clock - 2,048
Largest net degree at the start of global routing - 66
Max_slew headroom - 14.47%
Initial antenna violation count - 27
Number of enable flip-flop cells - 0
Max-area cell share - 30.76%
Setup Fix Bufs, Post-CTS - 0
R2R depth - 28
Post-route DRC - 0
Post-layout period usage - 70.34%
Max IR drop VDD - 0.1323 mV
Worst path required time - 14,480 ps
report_power, final:
| group | switching [mW] | internal, mW | total [mW] |
|---|---|---|---|
| sequential | 0.740 | 4.66 | 5.40 |
| clock | 1.03 | 1.37 | 2.40 |
| combinational | 4.99 | 1.50 | 6.49 |
| total | 6.76 | 7.53 | 14.3 |
metrics by stage:
| step | std cells | utilization (%) |
|---|---|---|
| 6_report | 14291 | 33.64 |
| 5_1_grt | 14263 | 33.62 |
| 2_1_floorplan | 9957 | - |
| 3_3_place_gp | 14057 | 32.48 |
| 4_1_cts | 14261 | 33.62 |
| 3_5_place_dp | 14057 | 32.48 |
state kept, by name (all words and copies together), names as in the netlist:
signal / cells
datapath_inst.data_mem.memory: 2048
datapath_inst.reg_file.registers: 1024
datapath_inst.imm_gen.InstCode: 23
datapath_inst.pc_ff.q: 5
cell type report:
cell class	count	area (sq um)	share of cell area, %
Tap cell	4366	5463	4.909
Clock inverter	49	589.3	0.5296
Sequential cell	3100	56930	51.17
Clock buffer	155	3177	2.855
Multi-Input combinational cell	5910	40280	36.20
Timing Repair Buffer	563	4309	3.873
Antenna cell	30	75.07	0.06747
Inverter	118	446.7	0.4014
tightest hold or removal path: cells and delay by family, from the launching register on:
family           cells  cell delay (ps)
flip-flops           1              340
AND/OR/NAND/NOR      1               50
AND-OR/OR-AND        1               50
cell families (layout without fill, tap and decap cells):
group                    Yosys count  after routing  synth area share, %
AND-OR/OR-AND                   3146           3146                23.10
AND/OR/NAND/NOR                 2383           2383                11.59
latches                         2048           2048                30.76
flip-flops                      1052           1052                26.23
buffers and inverters            947            885                3.891
multiplexers                     258            258                2.879
adder cells (fa/ha/maj)          108            108                1.369
XOR/XNOR                          15             15               0.1316
other                              0             30                    0
metal layers:
layer	track usage, %	part of all wire (%)	vias up
li1	-	-	36825
met1	38.22	36	44225
met2	43.30	41	7292
met3	17.61	16	2177
met4	18.92	7.7	28
met5	0.9926	0.098	-
final timing paths:
| kind | end | slack (ps) | startpoint |
|---|---|---|---|
| worst max-delay path | Result[28] | 5370 | datapath_inst.imm_gen.InstCode[23] |
| worst min register to register | datapath_inst.reg_file.registers[18][14] | 480 | datapath_inst.reg_file.registers[18][14] |
| worst max register to register | datapath_inst.reg_file.registers[28][25] | 6910 | datapath_inst.imm_gen.InstCode[23] |
| worst min-delay path | datapath_inst.reg_file.registers[18][14] | 480 | datapath_inst.reg_file.registers[18][14] |
| min in group asynchronous | datapath_inst.reg_file.registers[30][0] | 3320 | reset |
| max in group asynchronous | datapath_inst.reg_file.registers[25][21] | 11220 | reset |
cell usage in the layout, fill, tap and decap left out, drive strengths merged, types with 25 or more instances in the layout:
cell	instances
a21oi	295
or4	27
o32a	32
diode	30
or3	25
nor4	49
nand2	980
mux2	233
a22o	330
o31ai	370
inv	119
mux2i	25
a22oi	1013
clkinv	34
clkdlybuf4s50	33
a2111oi	35
nor3	103
nand3	206
clkbuf	155
and4	65
ha	106
nand2b	43
o21ai	453
o22a	33
dfxtp	28
buf	530
dfrtp	1024
dlxtn	2048
nor2	360
and3	89
nand4	352
a221oi	346
Power figures rest on the tool's default switching activity, not on a simulated workload.
